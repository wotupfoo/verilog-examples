## flow/design.v

```verilog
module PSKEncoder (
  input wire clk,
  input wire data,
  output reg psk_signal
);
reg [15:0] count;
reg [15:0] prev_count;
reg sample_flag;
reg [1:0] psk_state;
reg detect_clock_rate;
reg [15:0] clock_rate;
parameter THRESHOLD = 2000;  
always @(posedge clk) begin
  if (data != psk_state) begin
    sample_flag <= ~sample_flag;
  end
  count <= count + 1;
  if (sample_flag) begin
    clock_rate <= count - prev_count;
    prev_count <= count;
    if (detect_clock_rate == 0 && clock_rate > THRESHOLD) begin
      detect_clock_rate <= 1;
      psk_signal <= data;
    end
  end
  if (detect_clock_rate) begin
    if (count == clock_rate/2) begin
      psk_signal <= ~psk_signal;
    end
  end
  psk_state <= data;
end
endmodule
```

## flow/run.sh

```bash
#!/bin/bash
# OpenROAD 26Q1-2900-gdf79404cd8, Yosys 0.63+post, stock flow scripts
make -C /OpenROAD-flow-scripts/flow DESIGN_CONFIG=/design/flow/config.mk WORK_HOME=/design/flow/orfs finish
```

## flow/config.mk

```make
export PLATFORM = sky130hd
export DESIGN_NAME = PSKEncoder
export DESIGN_NICKNAME = PSKEncoder
export VERILOG_FILES = /design/flow/design.v
export SDC_FILE = /design/flow/constraint.sdc
export NUM_CORES = 4
export LEC_CHECK = 1
export CORE_UTILIZATION = 40
```

## flow/constraint.sdc

```tcl
current_design PSKEncoder

set clk_period 4.0
set clk_io_pct 0.2

create_clock -name clk0 -period $clk_period [get_ports {clk}]

set non_clock_inputs [all_inputs -no_clocks]
set_input_delay [expr $clk_period * $clk_io_pct] -clock clk0 $non_clock_inputs
set_output_delay [expr $clk_period * $clk_io_pct] -clock clk0 [all_outputs]
```

==> metrics.cfg <==
[logic_synthesis]
yosys-top-cells-area = edfxtp_1 (40%), dfxtp_1 (14%), xnor2_1 (10%)
yosys.area.top_type = edfxtp_1
ys_cells = 205
yosys-stat-area_mm2 = 0.00245
synthesis.area_mm2 = 0.00245
synth-seq-cells = 50
yosysWarnings = 1
synth_cell_type_count = 30
synth-main-ff-cell = edfxtp_1
synthArstFlopShare_pct = 0
top_cell = edfxtp_1
top_cells_by_count = edfxtp_1 (33), xnor2_1 (29), inv_1 (20)
ys_seq_share_pct = 54.2
edf_count = 33
yosysTopAreaCellShare_pct = 40.4
avgSynthCellArea_um2 = 12.0
syn-instance-count = 205

[timing]
skew_ps = 9.25
fmax_mhz = 430
fin_ws_ps = 1680
setup_viol = 0
rsz0062_at_grt = false
maxSlewViolCount = 0
period_needed_ps = 2320
setup_tns_ps = 0
maxSlewHeadroom_pct = 71.8
hold_viol = 0
timing.final.crit_share_pct = 58.1
worst-slew-pin-transition_ps = 422

[flow_run]
maxCapViolations = 0
warnings = 25

[finish]
syn_to_final_growth_pct = 9.38
final_cells = 290
final_core_util_pct = 45.4
drive_gt1_share_pct = 6.98
nFillCells = 528

[clocking]
htree_levels = 2
cts_resized = 0
cts_buffers = 5
clock_sinks = 50
cts_buffer_depth = 2
clk_pin_slew_ps = 100
root_buffer = clkbuf_8
cts_tree = built
clock_latency_ps = 310
cts_setup_buffers = 0
ctsHoldBuffers = 0

[outcome]
status = finished, final reports clean

[detailed_routing]
drtIter0Drc = 66
routed_via_density = 4.89
ant_nets = 0
firstDrtPassIters = 4
wirelength_um = 3940
wl_per_cell_um = 13.6
vias = 1417
route.detailed.drc = 0
num_antenna_cells = 0

[power]
p_leak_nw = 1.07
powerDensity_mw_per_mm2 = 388
ir_drop_mv = 0.204

[die]
die_y_um = 80.3
core-area_mm2 = 0.00592
dieArea_mm2 = 0.00645
fp_util_pct = 41.5
rows = 28
io_pins = 3
die_w_um = 80.3

[critical_path]
cp-end-kind = flip-flop
critPathMaxFanout = 7
crit_path_frequent_cell = nor2b_1
start_kind = flip-flop
arrival_ps = 2390
critPathKind = reg -> reg
slowest_delay_ps = 430
crit_family = AND-OR/OR-AND gates
cp.required_ps = 4060
cp_cell_sequence = nor2b_1 > fa_1 > nor2b_1 > o21a_1 > a311o_2 > a31oi_4 > o31ai_2 > xor2_1
slowest_stage = a311o_2
cp_num_buf_inv = 0

[global_routing]
grt_max_degree = 33
gr-total-overflow = 0
antenna_found_initial = 0
grt_pass1_wl_um = 6560
grt_usage_pct = 13.9
first_global_vias = 1342

[placed_design]
gp_congestion = 0.827
dp_slack_ps = 1690
place_inst = 282
portBuffers = 2
dp_hpwl_um = 2800

[hold_path]
hold_class = reg -> reg

sequential cells by signal (all words and copies together) (netlist names):
name,cells
clock_rate,15
sample_flag,1
psk_state,1
psk_signal,1
prev_count,16
count,16
cell usage in the layout (no fill, tap or decap):
| cell type | Yosys | final |
|---|---|---|
| a211oi_1 | 1 | 1 |
| a21o_1 | 8 | 8 |
| a21oi_1 | 8 | 8 |
| a311o_2 | 1 | 1 |
| a311oi_1 | 1 | 1 |
| a31o_2 | 1 | 1 |
| a31oi_4 | 1 | 1 |
| and3_1 | 4 | 4 |
| and4_1 | 1 | 1 |
| buf_4 | 0 | 1 |
| bufinv_16 | 0 | 1 |
| clkbuf_8 | 0 | 5 |
| clkdlybuf4s50_1 | 0 | 2 |
| clkinv_2 | 0 | 1 |
| dfxtp_1 | 17 | 17 |
| edfxtp_1 | 33 | 33 |
| fa_1 | 1 | 1 |
| ha_1 | 15 | 15 |
| inv_1 | 20 | 20 |
| inv_6 | 0 | 1 |
| nand2_1 | 10 | 10 |
| nand3_1 | 9 | 9 |
| nand4_1 | 5 | 5 |
| nor2_1 | 8 | 8 |
| nor2b_1 | 3 | 3 |
| nor4_1 | 1 | 1 |
| o21a_1 | 2 | 2 |
| o21ai_1 | 3 | 3 |
| o21ai_2 | 2 | 2 |
| o21bai_1 | 2 | 2 |
| o2bb2ai_1 | 1 | 1 |
| o31ai_2 | 1 | 1 |
| or4_1 | 1 | 1 |
| xnor2_1 | 29 | 29 |
| xor2_1 | 15 | 15 |
cells by family after synthesis:
group           after synthesis  share of synthesized area, %
flops                        50                          54.2
xor+xnor                     44                          15.7
simple gates                 42                          8.56
compound gates               32                          9.84
buf+inv                      21                          3.21
fa+ha+maj                    16                          8.46
layer usage:
| layer | global-route usage (%) | vias to the layer above | share of wire [%] |
|---|---|---|---|
| met5 | 0 | - | 0 |
| met4 | 1.79 | 0 | 1.6 |
| met3 | 2.31 | 6 | 2.8 |
| met2 | 20.0 | 14 | 43 |
| met1 | 23.8 | 657 | 53 |
| li1 | - | 740 | - |
final timing paths:
kind,to,slack (ps),cells after the start,start
worst min register to register,count[0]$_DFF_P_,490,1,count[0]$_DFF_P_
worst max register to register,clock_rate[14]$_DFFE_PP_,1680,8,count[0]$_DFF_P_
worst min-delay path,count[0]$_DFF_P_,490,1,count[0]$_DFF_P_
worst max-delay path,clock_rate[14]$_DFFE_PP_,1680,8,count[0]$_DFF_P_
cell type report:
cell class	instances	area, um^2	area share (%)
Timing Repair Buffer	3	27.5	1.03
Sequential cell	50	1330	49.6
Multi-Input combinational cell	134	1040	38.9
Inverter	20	75.1	2.80
Clock inverter	3	43.8	1.63
Clock buffer	5	68.8	2.56
Tap cell	75	93.8	3.49
per-stage QoR:
stage	area, um^2	hold slack [ps]	total power [W]
2_1_floorplan	2450	421	0.000675
3_3_place_gp	2570	468	0.000695
3_5_place_dp	2570	467	0.000695
4_1_cts	2690	489	0.00105
5_1_grt	2690	541	0.00108
6_report	2690	486	0.00104
power by group:
part           switching [W]  internal, W
Sequential        0.00000966     0.000585
Clock               0.000172     0.000188
Combinational      0.0000507    0.0000360
No activity file was given, so power comes from the tool's default toggle rates.
