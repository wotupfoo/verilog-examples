### /design/flow/design.v
module PSKDecoderWithClockDetection (
  input wire clk,
  input wire psk_signal,
  output reg decoded_data
);
reg [15:0] count;
reg [15:0] prev_count;
reg sample_flag;
reg [1:0] psk_state;
reg detect_clock_rate;
reg [15:0] clock_rate;
parameter THRESHOLD = 2000;  
always @(posedge clk) begin
  if (psk_signal != psk_state) begin
    sample_flag <= ~sample_flag;
  end
  count <= count + 1;
  if (sample_flag) begin
    clock_rate <= count - prev_count;
    prev_count <= count;
    if (detect_clock_rate == 0 && clock_rate > THRESHOLD) begin
      detect_clock_rate <= 1;
      decoded_data <= psk_signal;
    end
  end
  if (detect_clock_rate) begin
    if (count == clock_rate/2) begin
      decoded_data <= psk_signal;
    end
  end
  psk_state <= psk_signal;
end
endmodule
### /design/flow/constraint.sdc
current_design PSKDecoderWithClockDetection

set clk_period 6.7
set clk_io_pct 0.2

create_clock -name clk0 -period $clk_period [get_ports {clk}]

set non_clock_inputs [all_inputs -no_clocks]
set_input_delay [expr $clk_period * $clk_io_pct] -clock clk0 $non_clock_inputs
set_output_delay [expr $clk_period * $clk_io_pct] -clock clk0 [all_outputs]
### /design/flow/run.sh
#!/bin/bash
# OpenROAD 26Q1-2900-gdf79404cd8, Yosys 0.63+post, stock flow scripts
make -C /OpenROAD-flow-scripts/flow DESIGN_CONFIG=/design/flow/config.mk WORK_HOME=/design/flow/orfs finish
### /design/flow/config.mk
export PLATFORM = sky130hd
export DESIGN_NAME = PSKDecoderWithClockDetection
export DESIGN_NICKNAME = PSKDecoderWithClockDetection
export VERILOG_FILES = /design/flow/design.v
export SDC_FILE = /design/flow/constraint.sdc
export NUM_CORES = 4
export LEC_CHECK = 1
export CORE_UTILIZATION = 30
==> tab_implementation.tex <==
% Implementation results table
\begin{tabular}{lr}
\hline
Metric & Value \\
\hline
\multicolumn{2}{l}{\textbf{Min path}} \\
Class of the most critical hold timing path & flop to flop \\
\multicolumn{2}{l}{\textbf{Critical path}} \\
CP Data Arrival Time & 1.07 ns \\
Number of buffer and inverter stages on the critical path & 1 \\
Largest delay contributor family on the critical path & buffers and inverters \\
Type of destination of the critical path & output pin \\
Cell with the biggest individual delay on the critical path & clkdlybuf4s50\_1 \\
Category of the most critical setup path & flop to output pin \\
Critical path's largest stage delay & 0.44 ns \\
CP Data Required Time & 5.36 ns \\
Element type at the critical path start & flop \\
Critical path fanouts, max & 1 \\
Worst-path cell chain & clkdlybuf4s50\_1 \\
\multicolumn{2}{l}{\textbf{Clock tree}} \\
Post-cts hold buffer count & 0 \\
Num CTS Buffers & 5 \\
Cell at the root of the clock tree & clkbuf\_8 \\
Resized Gates After CTS & 0 \\
Post-CTS setup buffer count & 0 \\
Clock latency of the later-clocked register in the worst-skew pair & 0.30 ns \\
Clock sink total & 50 \\
Clock tree from TritonCTS & done \\
H-tree depth reported by CTS & 2 \\
Register clock-pin slew on the reported worst setup and hold paths & 0.09 ns \\
Maximum root-to-sink buffer count & 2 \\
\multicolumn{2}{l}{\textbf{Global routing}} \\
Antenna violations before repair & 0 \\
Total global routing track utilization & 0.1016 \\
Residual overflow from global routing & 0 \\
Via count of the first global-routing pass & 1,355 \\
Pin count of the biggest net entering global routing & 33 \\
Wire length of the first global-routing pass & 6658 um \\
\multicolumn{2}{l}{\textbf{Yosys}} \\
Summed standard-cell area reported by yosys & 2451 um2 \\
Flops after synth & 50 \\
Post-synth top area cell & edfxtp\_1 \\
Sequential area share after synthesis & 0.5431 \\
Count of warnings emitted by yosys & 1 \\
Post-synthesis average cell area & 12.02 um2 \\
Top cell area share & 0.4043 \\
Cell Type Count & 30 \\
Top cells by area in the synthesized netlist & edfxtp\_1 40\%, dfxtp\_1 14\%, xnor2\_1 10\% \\
Netlist area before placement & 2451 um2 \\
Synthesized netlist cell count & 204 \\
Total cells reported by yosys after synthesis & 204 \\
\multicolumn{2}{l}{\textbf{Power}} \\
Proportion of power drawn by flip-flops and latches & 0.577 \\
Switching power as a share of total power & 0.2172 \\
Comb pwr share & 0.084 \\
Part of the power in the clock network & 0.339 \\
LEAKAGE & 1.061 nW \\
Highest ir drop seen on vdd & 0.07653 mV \\
Power density normalized to cell area & 227.2 nW/um2 \\
Net switching component of the power & 0.0001339 W \\
Cell-internal power & 0.0004825 W \\
\multicolumn{2}{l}{\textbf{Drt}} \\
Final WL & 3948 um \\
Starting DRT DRC Count & 67 \\
Iteration count of the initial detailed-routing pass & 4 \\
Antenna violation net count after detailed routing & 0 \\
Average wire length per cell after detail routing & 12.49 um \\
Via density per instance & 4.446 \\
Vias after detailed routing & 1,405 \\
Ant diodes & 0 \\
DRC violation count after routing & 0 \\
\multicolumn{2}{l}{\textbf{Timing}} \\
Peak Freq & 0.4145 GHz \\
Unrepaired setup endpoints after global routing & false \\
Final critical-path share of the clock period & 0.3601 \\
Final Skew & 0.006036 ns \\
Smallest hold slack & 0.4950 ns \\
Max-slew violation count & 0 \\
Minimum clock period after layout & 2.413 ns \\
Max-slew headroom & 0.6767 \\
Final hold violations & 0 \\
Slew at the pin closest to its max-slew limit & 0.4832 ns \\
Least setup slack across all paths after layout & 4.287 ns \\
Final-report setup violation count & 0 \\
Total Negative Setup Slacks & 0 ns \\
\multicolumn{2}{l}{\textbf{Floorplanning}} \\
Height of the chip & 92.39 um \\
Floorplan Core Area & 7807 um2 \\
Standard-cell row count & 32 \\
Floorplan core density & 0.3139 \\
Total die size & 8536 um2 \\
IO Pins & 3 \\
Horizontal die size & 92.39 um \\
\multicolumn{2}{l}{\textbf{Status}} \\
Result of the run & completed \\
\multicolumn{2}{l}{\textbf{Place}} \\
Count of input and output buffers & 2 \\
RD Place Congestion & 0.8276 \\
Worst-case setup slack after placement & 4.358 ns \\
Detailed placement HPWL & 2704 um \\
\multicolumn{2}{l}{\textbf{Finish}} \\
Fillcell total & 751 \\
Area growth syn-to-layout & 10.67\% \\
Share of cells above drive strength 1 & 0.06542 \\
Most frequently placed logic cell in the final layout & edfxtp\_1 \\
Top logic cells by instance count in the layout & 33 x edfxtp\_1, 29 x xnor2\_1, 19 x inv\_1 \\
Comb. cell area & 1045 um2 \\
Reg area & 1331 um2 \\
\multicolumn{2}{l}{\textbf{Flow run}} \\
Max-cap viol count & 0 \\
Stage-log warning count & 25 \\
\hline
\end{tabular}
[final cells by class]
class	count	share of cell area
clock buffer	6	0.02675
clock inverter	2	0.01384
inverter	19	0.02629
multi-input combinational	134	0.3851
sequential	50	0.4908
tap	102	0.04705
timing repair buffer	3	0.01015
[synth_stat cells]
library cell / number
xor2_1: 15
o31ai_2: 1
nor2b_1: 3
a21o_1: 8
o21ai_2: 2
clkbuf_1: 1
fa_1: 1
nand2_1: 10
a311o_2: 1
dfxtp_1: 17
and4_1: 1
o21a_1: 2
o21ai_1: 3
nor2_1: 8
a211oi_1: 1
o2bb2ai_1: 1
nor4_1: 1
nand4_1: 5
nand3_1: 9
a311oi_1: 1
xnor2_1: 29
o21bai_1: 2
a31oi_4: 1
ha_1: 15
a21oi_1: 8
edfxtp_1: 33
or4_1: 1
a31o_2: 1
and3_1: 4
inv_1: 19
[logic make-up after synthesis]
kind of cell	Yosys count	synth area share
AND-OR/OR-AND	32	0.09852
adder cells (fa/ha/maj)	16	0.08474
flip-flops	50	0.5431
buffers and inverters	20	0.03063
AND/OR/NAND/NOR	42	0.08576
XOR/XNOR	44	0.1572
[power by group through the flow]
stage     Clock [W]  Combinational (W)  Sequential, W
5_1_grt    0.000227          0.0000586       0.000358
6_report   0.000209          0.0000516       0.000356
4_1_cts    0.000216          0.0000524       0.000356
[path summary, 6_finish.rpt]
kind / from / endpoint / slack [ns] / cells past startpoint
min reg2reg: count[0] / count[0] / 0.49 / 1
max reg2reg: count[2] / clock_rate[12] / 4.34 / 7
min: count[0] / count[0] / 0.49 / 1
max: decoded_data / decoded_data / 4.29 / 1
[metal layers]
layer | share of wire | GRT usage | routed length [um]
met1 | 0.54 | 0.1709 | 2126
met2 | 0.42 | 0.1444 | 1657
met3 | 0.022 | 0.01587 | 85
met4 | 0.020 | 0.01823 | 78
met5 | 0 | 0 | 0
[worst register-to-register path: stages, from the launching register on]
cell and delay [ns]:
dfxtp_1 0.48, ha_1 0.33, nor2b_1 0.16, o21a_1 0.19, a311o_2 0.43, a31oi_4 0.28, o21ai_2 0.10, xor2_1 0.15
[per-stage QoR]
step,power (W),instance area [um2],utilization,instances
2_1_floorplan,0.0004029,2451,-,204
3_3_place_gp,0.0004142,2603,0.3333,308
3_5_place_dp,0.0004147,2603,0.3333,308
4_1_cts,0.0006238,2713,0.3474,316
5_1_grt,0.0006432,2713,0.3474,316
6_report,0.0006164,2713,0.3474,316
[registers in the layout, indices dropped and copies added (netlist names)]
signal        count
clock_rate       15
count            16
decoded_data      1
prev_count       16
psk_state         1
sample_flag       1
No activity file was given, so power comes from the tool's default toggle rates.
