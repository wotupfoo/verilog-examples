**config.mk**
```make
export PLATFORM = sky130hd
export DESIGN_NAME = TimecodeEncoder
export DESIGN_NICKNAME = TimecodeEncoder
export VERILOG_FILES = /design/flow/design.v
export SDC_FILE = /design/flow/constraint.sdc
export NUM_CORES = 4
export LEC_CHECK = 1
export CORE_AREA = 10 10 95 95
export DIE_AREA = 0 0 105 105
```
**run.sh**
```bash
#!/bin/bash
# OpenROAD 26Q1-2900-gdf79404cd8, Yosys 0.63+post, stock flow scripts
make -C /OpenROAD-flow-scripts/flow DESIGN_CONFIG=/design/flow/config.mk WORK_HOME=/design/flow/orfs finish
```
**design.v**
```verilog
module TimecodeEncoder(
  input wire [3:0] hours,
  input wire [6:0] minutes,
  input wire [6:0] seconds,
  input wire [23:0] frames,
  output reg [79:0] timecode
);
  always @* begin
    timecode = {1'b1, hours, minutes, seconds, frames};
    timecode[79:64] = ~timecode[79:64];  
    timecode[63:56] = ~(timecode[7:0] + timecode[15:8] + timecode[23:16] + timecode[31:24] +
                        timecode[39:32] + timecode[47:40] + timecode[55:48] + timecode[63:56]);  
  end
endmodule
```
**constraint.sdc**
```tcl
current_design TimecodeEncoder

set clk_period 10.0
set clk_io_pct 0.2

create_clock -name clk0 -period $clk_period

set non_clock_inputs [all_inputs -no_clocks]
set_input_delay [expr $clk_period * $clk_io_pct] -clock clk0 $non_clock_inputs
set_output_delay [expr $clk_period * $clk_io_pct] -clock clk0 [all_outputs]
```
==> out/results.ini <==
[run_status]
status=complete, no violations

[flow_run]
max-cap-violations=0
count_of_tool_warnings=32

[worst_setup_path]
timing.critical_path.from=minutes[4]
critical_path.top_delay_family=adder cells
critical-path-max-stage-delay_ps=530
crit_end=timecode[62]
timing.setup.critical_path_class=input pin to output pin
worst_path_slowest_cell=fa_1
path_cells=clkdlybuf4s50_1 > inv_1 > fa_1 > inv_1 > fa_1 > inv_1 > fa_1 > inv_1 > fa_1 > a21o_1 > a21oi_1 > xor2_1 > clkdlybuf4s50_1
cp.required_ps=8000
critical_path_cell_count=13
worst-path-buf-inv=6
startpoint_type=input pin
critPathArrivalTime_ps=5740
timing.critical_path.to_type=output pin
critPathMaxFanout=2

[floorplan]
i_o_pins=122
design.core.area_um2=6907
std_cell_rows=30
total_die_area_um2=11030
floorplan.initialDensity=0.2134
chipWidth_um=105
die_height_um=105

[yosys]
ys_chip_area_um2=1474
syn-mean-instance-area_um2=8.471
yosys.area.top_type_share=0.3667
yosys.stat.seqShare=0
synth.yosys.num_cells=174
largest_area_cell=buf_4
synth-warning-count=1
syn_inst=174
ys_top_cells_by_area=buf_4, fa_1, inv_1
yosysUniqueCellTypes=14
synthesis.area_um2=1474

[place]
place_congestion=0.7084
buffer_ports.inserted=92
dp_hpwl_mm=3.499
placed_cell_area_um2=2079

[pwr]
power.clock.fraction=0
cell_leakage_power_nw=1.026
p_comb_frac=1.000
power.share.sequential=0
power.density_nw_per_um2=118.0
report.power.total_mw=0.2454
power.switching_mw=0.08726
vdd.ir_drop.worst_mv=0.04538
internal_power_mw=0.1581
power.switching_fraction=0.3556

[sta]
grt_setup_unrepaired=no
finalMaxSlewViolations=0
setup-violations-final=0
timing.fmax_mhz=129.2
timing.final.crit_period_ps=7737
report.final.hold_viol_count=0
timing.final.crit_share=0.7737
fin_setup_tns_ps=0

[detailed_routing]
antenna_cells=0
detailedRoute.firstIterationViolations=10
detailed_route_vias_per_instance=3.255
dr.pass1.iters=4
wire_per_inst_um=11.10
antenna_violating_nets_post_route=0
overall_routed_net_length_mm=3.531
num_vias=1035
drc=0

[clocking]
cts-hold-fix-buffers=0
cts_resized=0
post-cts-setup-buffers=0

[grt]
globalRouteOverflowTotal=0
groute.usage.overall=0.06298
first_global_vias=1220
initial_antenna_violation_count=0
wire_length_of_the_first_global_routing_pass_mm=5.871
grt_max_degree=5

[cells_and_area]
area_growth_pct=41.09
postLayoutCellArea_um2=2079
numSequentialCells=0
clkbuf_count=0
fillerInstances=765
register_area_um2=0
final_layout_size_suffix_gt1_frac=0.004505

[worst_hold_path]
min_path_type=input pin to output pin

==> metrics by stage <==
| step | util | worst slack [ps] | hold slack [ps] | cells |
|---|---|---|---|---|
| after floorplan | - | 3347 | 4066 | 202 |
| after global placement | 0.3011 | 2206 | 4840 | 318 |
| after CTS | 0.3011 | 2207 | 4839 | 318 |
| after global routing | 0.3011 | 2024 | 4860 | 318 |
| final | 0.3011 | 2263 | 4829 | 318 |
| after detailed placement | 0.3011 | 2210 | 4838 | 318 |
==> per-layer routing <==
| metal | vias to the layer above | share of wire | global-route usage |
|---|---|---|---|
| met5 | - | 0 | 0 |
| li1 | 497 | - | - |
| met1 | 453 | 0.41 | 0.07452 |
| met3 | 0 | 0.15 | 0.03665 |
| met2 | 85 | 0.44 | 0.1032 |
| met4 | 0 | 0 | 0 |
==> cells in the final DEF, fill, tap and decap left out <==
cell type	instances
xnor2_1	6
fa_1	22
xnor2_2	1
conb_1	30
a21oi_1	3
inv_1	48
a21o_1	2
xnor3_1	1
clkdlybuf4s50_1	92
o21bai_1	1
a211oi_1	1
ha_1	11
xor2_1	3
o21ai_0	1
==> worst min-delay path by stage <==
| stage | to | from | depth (start not counted) | slack (ps) |
|---|---|---|---|---|
| CTS | timecode[3] | frames[3] | 2 | 4840 |
| global route | timecode[3] | frames[3] | 2 | 4860 |
| finish | timecode[3] | frames[3] | 2 | 4830 |
==> kinds of logic after synthesis <==
kind of cell	synth area share
compound gates	0.03395
xor+xnor	0.07980
other cells	0.005095
buf+inv	0.4890
fa+ha+maj	0.3922
==> power groups by stage <==
stage,combinational [mW],sequential [mW],clock (mW)
4_1_cts,0.257,0,0
5_1_grt,0.286,0,0
6_report,0.245,0,0
==> cells in the mapped netlist <==
library cell	number
a211oi_1	1
buf_4	72
o21ai_0	1
o21bai_1	1
conb_1	2
xnor3_1	1
inv_1	48
xnor2_1	6
a21oi_1	3
ha_1	11
a21o_1	2
xnor2_2	1
xor2_1	3
fa_1	22
==> layout make-up <==
cell class / count / area, µm² / area share
Multi-Input combinational cell: 82 / 858.3 / 0.4128
Timing Repair Buffer: 92 / 920.9 / 0.4428
Tap cell: 96 / 120.1 / 0.05776
Inverter: 48 / 180.2 / 0.08664
No activity file was given, so power comes from the tool's default toggle rates.
